$ cat design/flow/config.mk
export PLATFORM = sky130hd
export DESIGN_NAME = fc_layer1_flattened
export DESIGN_NICKNAME = fc_layer1_flattened
export VERILOG_FILES = /design/flow/design.v
export SDC_FILE = /design/flow/constraint.sdc
export NUM_CORES = 4
export LEC_CHECK = 1
export CORE_AREA = 10 10 624 624
export DIE_AREA = 0 0 634 634
$ cat design/flow/constraint.sdc
current_design fc_layer1_flattened

set clk_period 13.2
set clk_io_pct 0.2

create_clock -name clk0 -period $clk_period [get_ports {clk}]

set non_clock_inputs [all_inputs -no_clocks]
set_input_delay [expr $clk_period * $clk_io_pct] -clock clk0 $non_clock_inputs
set_output_delay [expr $clk_period * $clk_io_pct] -clock clk0 [all_outputs]
$ cat design/flow/design.v
`timescale 1ns / 1ps
module fc_layer1_flattened #(
    parameter IN_SIZE  = 16,
    parameter OUT_SIZE = 8,
    parameter W = 8,
    parameter ACC_WIDTH = W+7
)(
    input clk,
    input reset,
    input start,
    input signed [W*IN_SIZE-1:0] in_vector_flat,
    input signed [W*(OUT_SIZE*IN_SIZE)-1:0] weights_flat,
    input signed [W*OUT_SIZE-1:0] biases_flat,
    output reg signed [W*OUT_SIZE-1:0] out_vector_flat,
    output reg done
);
    localparam MAX_POS = (2 ** (W-1)) - 1;
    wire signed [W-1:0] biases [0:OUT_SIZE-1];
    genvar i;
    generate
        for (i = 0; i < OUT_SIZE; i = i + 1) begin : UNPACK_BIASES
            assign biases[i] = biases_flat[i*W +: W];
        end
    endgenerate
    wire signed [W*IN_SIZE-1:0] weight_rows [0:OUT_SIZE-1];
    genvar n;
    generate
        for (n = 0; n < OUT_SIZE; n = n + 1) begin : UNPACK_WEIGHTS
            assign weight_rows[n] = weights_flat[n*IN_SIZE*W +: IN_SIZE*W];
        end
    endgenerate
    wire signed [ACC_WIDTH-1:0] pe_result [0:OUT_SIZE-1];
    wire [OUT_SIZE-1:0] pe_done;
    genvar p;
    generate
        for (p = 0; p < OUT_SIZE; p = p + 1) begin : PE_INSTANCES
            PE_seq_flat #(IN_SIZE, W, ACC_WIDTH) pe_inst (
                .clk(clk),
                .reset(reset),
                .start(start),
                .in_vector_flat(in_vector_flat),
                .weight_row_flat(weight_rows[p]),
                .bias(biases[p]),
                .result(pe_result[p]),
                .done(pe_done[p])
            );
        end
    endgenerate
    integer j;
    always @(posedge clk) begin
    if (reset) begin
        out_vector_flat <= 0;
        done <= 0;
    end else if (&pe_done) begin
        for (j = 0; j < OUT_SIZE; j = j + 1) begin
            if ($signed(pe_result[j]) > 0) begin
                if (pe_result[j] > MAX_POS)
                    out_vector_flat[j*W +: W] <= MAX_POS;
                else
                    out_vector_flat[j*W +: W] <= pe_result[j][W-1:0];
            end else begin
                out_vector_flat[j*W +: W] <= 0;
            end
        end
        done <= 1;
    end
end
endmodule
`timescale 1ns / 1ps
module PE_seq_flat #(
    parameter VECTOR_LENGTH = 16,
    parameter W = 8,
    parameter ACC_WIDTH = W+7
)(
    input clk,
    input reset,
    input start,
    input signed [W*VECTOR_LENGTH-1:0] in_vector_flat,
    input signed [W*VECTOR_LENGTH-1:0] weight_row_flat,
    input signed [W-1:0] bias,
    output reg signed [ACC_WIDTH-1:0] result,
    output reg done
);
    reg [31:0] index;
    reg signed [ACC_WIDTH-1:0] acc;
    reg signed [ACC_WIDTH-1:0] in_val;
    reg signed [ACC_WIDTH-1:0] w_val;
    function automatic signed [ACC_WIDTH-1:0] sign_extend;
        input signed [W-1:0] value;
        begin
            sign_extend = {{(ACC_WIDTH-W){value[W-1]}}, value};
        end
    endfunction
    always @(posedge clk) begin
    if (reset) begin
        index <= 0;
        acc <= 0;
        result <= 0;
        done <= 0;
    end else if (start) begin
        index <= 0;
        acc <= 0;
        done <= 0;
    end else if (!done) begin
        in_val = sign_extend(in_vector_flat[index*W +: W]);
        w_val = sign_extend(weight_row_flat[index*W +: W]);
        if (index == VECTOR_LENGTH-1) begin
            result <= (acc + in_val*w_val) + bias;
            done <= 1;
            acc <= acc+in_val*w_val;
        end else begin
            acc <= acc + in_val * w_val;
            index <= index + 1;
        end
    end
end
endmodule
$ cat design/flow/run.sh
#!/bin/bash
# OpenROAD 26Q1-2900-gdf79404cd8, Yosys 0.63+post, stock flow scripts
make -C /OpenROAD-flow-scripts/flow DESIGN_CONFIG=/design/flow/config.mk WORK_HOME=/design/flow/orfs finish
==> results.yml <==
# physical design summary
pwr:
  p_switching_uw: 11800
  comb_power_share: 0.827
  p_leak_uw: 0.0321
  seqPwrFrac: 0.079
  p_int_uw: 12800
  pwr-share-clk: 0.094
  swShare: 0.478
  powerDensity_nw_per_um2: 286
  max-vdd-ir-drop_v: 0.000456
cts:
  clockBufferDepth: 4
  clock_sinks: 569
  post_cts_resized: 0
  cts_buffers: 85
  ctsHoldBuffers: 0
  cts_setup_buffers: 0
  cts-root-buf: "clkbuf_16"
  clock_latency_ps: 810
  clkSlewWorstSetupHoldPaths_ps: 60
  htreeDepth: 3
  cts_tree: "built"
sta:
  setup_viol_count_final: 0
  hold_viol_final: 0
  slew_viol_final: 0
  finalClockSkew_ps: 113
  fin_crit_sh: 0.739
  hold_ws_ps: 449
  relSlewSlack: 0.359
  fin_crit_ps: 9750
  fmax_ghz: 0.103
  finalSetupTns_ps: 0
  worst_pin_slew_ps: 958
  grt_setup_unrepaired: "no"
  fin_ws_ps: 3450
placement:
  io_buffers: 1283
  dp_slack_ps: 2490
  gp_congestion: 0.969
  dp_hpwl_um: 274000
critical_path:
  worstPathRequired_ps: 13850
  crit_chain: "clkdlybuf4s50_1 > mux4_2 > mux4_2 > nand2_1 > nor2_1 > fa_1 > inv_1 > fa_1 > fa_1 > fa_1 > inv_1 > fa_1 > ha_1 > a21oi_1 > xnor2_1 > ha_1 > and2_1 > a31o_2 > a41o_1 > o41ai_1 > o21ai_0 > nand3_1 > o221ai_1"
  worstPathArrival_ps: 10400
  worst_path_max_delay_cell: "clkdlybuf4s50_1"
  end_kind: "flop"
  crit_top_cell: "fa_1"
  critPathLaunchType: "input pin"
  worstPathMaxFanout: 7
  max_stage_delay_ps: 910
  path_class: "input pin to flop"
yosys:
  synthArstFlopShare: 0
  ys_warn_count: 2
  netlist_instances: 6392
  top_cells_by_area: "mux4_2 21%, dfxtp_1 18%, fa_1 17%, ha_1 7.7%, nor2_1 4.9%"
  synth-area-yosys_um2: 64300
  synth_cell_types: 69
  postSynthSeqShare: 0.177
  ys.flops: 569
  synthFlopType: "dfxtp_1"
  netlist.area_leader.share: 0.210
  avgSynthCellArea_um2: 10.1
  yosys_cells: 6392
  synth-edff-count: 0
  synth_area_leader_cell: "mux4_2"
  synthesis.area_um2: 64300
routing:
  first_pass_iters: 6
  drc: 0
  ant_nets: 0
  routed-via-count: 54603
  drt-vias-per-instance: 4.30
  routedWlPerCell_um: 25.3
  wirelength_um: 321000
  drtIter0Drc: 3018
cells_and_area:
  fill_cells: 40279
  postLayoutCoreUtil: 0.229
  final_cell_mix: "1281 x clkdlybuf4s50_1, 839 x nor2_1, 640 x inv_1"
  layout_top_cell: "clkdlybuf4s50_1"
  regArea_um2: 11500
  drive_gt1_frac: 0.132
  comb_area_um2: 49300
  area_delta_synth_final_pct: 34.0
die:
  die_area_um2: 402000
  die_w_um: 634
  ios: 1284
  core_util_floorplan: 0.171
  rows: 225
  die_y_um: 634
  coreArea_um2: 376000
global_route:
  first_global_vias: 55978
  antenna_found_initial: 118
  grt_pass1_wl_um: 439000
  grt.overflow.total: 0
  grt.total_usage: 0.160
  grt_max_degree: 62
flow_run:
  drv_cap: 0
  warning_count: 38
min_path:
  hold_class: "flop to flop"
status:
  status: "completed"
==> cell families after synthesis <==
| kind of cell | count (synthesis) | synth area share |
|---|---|---|
| buf+inv | 941 | 0.0566 |
| simple gates | 2005 | 0.144 |
| compound gates | 568 | 0.0534 |
| xor+xnor | 482 | 0.0667 |
| fa+ha+maj | 933 | 0.244 |
| mux | 894 | 0.258 |
| flops | 569 | 0.177 |
==> routing by layer <==
layer,wire length (µm),track usage,vias up,part of all wire
met4,17300,0.0694,64,0.054
met3,31300,0.0668,556,0.097
li1,-,-,25005,-
met1,120000,0.190,26827,0.37
met5,877,0.00430,-,0.0027
met2,152000,0.255,2151,0.47
==> cells in the mapped netlist (7+ instances only) <==
library cell and number:
o21bai_1 28, a21o_1 45, o21ai_0 130, buf_4 7, o41ai_1 15, nor3_1 89
dfxtp_1 569, nor2b_1 40, a21oi_1 211, mux4_2 599, a311oi_1 8, a211oi_1 18
clkbuf_1 182, or2_2 52, nand2_1 405, o21a_1 24, a31oi_1 18, a32oi_1 8
xor2_1 203, buf_1 68, buf_2 40, ha_1 397, mux2i_1 255, and4_1 15
and2_1 56, inv_1 640, o21ai_1 12, nand2b_1 19, and3_1 124, mux2_2 31
xnor2_1 274, or4b_2 8, fa_1 536, or3_1 49, nor4_1 87, o211ai_1 21
nor2_1 841, mux4_1 7, nand4_1 64, nand3_1 135
==> power groups by stage <==
stage,combinational [µW],clock [µW],sequential (µW)
4_1_cts,20500,2400,1940
5_1_grt,23100,2450,1960
6_report,20400,2310,1940
==> state kept, by name (all words and copies together), names as in the netlist <==
register	cells
done	1
PE_INSTANCES.pe_inst.done	8
PE_INSTANCES.pe_inst.acc	120
PE_INSTANCES.pe_inst.index	256
out_vector_flat	64
PE_INSTANCES.pe_inst.result	120
==> metrics by stage <==
step | cell area (µm²) | power [µW] | cells
after floorplan | 64300 | 18300 | 6392
after global placement | 83300 | 22400 | 12498
after detailed placement | 83300 | 22300 | 12498
after CTS | 86000 | 24800 | 12648
after global routing | 86100 | 27500 | 12699
final | 86200 | 24600 | 12710
==> final cells by class <==
type,count,share of cell area
multi-input combinational,4882,0.573
timing repair buffer,1413,0.160
clock inverter,29,0.00330
tap,4994,0.0725
sequential,569,0.133
inverter,640,0.0279
clock buffer,121,0.0285
antenna,62,0.00180
==> worst paths after layout <==
| check | start | endpoint | slack (ps) | cells after the start |
|---|---|---|---|---|
| worst min-delay path | out_vector_flat[48]$_SDFFE_PP0P_ | out_vector_flat[48]$_SDFFE_PP0P_ | 450 | 2 |
| worst max register to register | PE_INSTANCES[7].pe_inst.index[0]$_SDFFE_PP0P_ | PE_INSTANCES[7].pe_inst.result[13]$_SDFFE_PP0P_ | 4070 | 25 |
| worst max-delay path | weights_flat[994] | PE_INSTANCES[7].pe_inst.result[13]$_SDFFE_PP0P_ | 3450 | 23 |
| worst min register to register | out_vector_flat[48]$_SDFFE_PP0P_ | out_vector_flat[48]$_SDFFE_PP0P_ | 450 | 2 |
==> critical path, delay by kind of cell <==
family / cells / cell delay (ps)
adder cells (fa/ha/maj): 7 / 3110
multiplexers: 2 / 1440
AND-OR/OR-AND: 6 / 1410
buffers and inverters: 3 / 1020
AND/OR/NAND/NOR: 4 / 520
XOR/XNOR: 1 / 190
No activity file was given, so power comes from the tool's default toggle rates.
